==> ./design.v <==
`timescale 1ns/10ps
module  CONV(
	input		        clk,
	input		        reset,
	output reg 	        busy,	
	input		        ready,	
	output     [11:0]   iaddr,
	input      [19:0]   idata,	
	output reg 	        cwr,
	output reg [11:0]   caddr_wr,
	output reg [19:0]   cdata_wr,
	output reg 	        crd,
	output reg [11:0]   caddr_rd,
	input      [19:0]   cdata_rd,
	output reg [2:0]    csel
);
parameter ST_INIT = 3'b000,
          ST_RDOP = 3'b001,
          ST_OUT1 = 3'b010,
          ST_POOL = 3'b011,
          ST_OUT2 = 3'b100,
          ST_FLAT = 3'b101,
          ST_OUT3 = 3'b110,
          ST_DONE = 3'b111;
reg [2:0] curr_state, next_state;
wire readone, pooldone, flatdone;
reg outkernel;        
wire [59:0] px012, px345, px678;
wire [3:0] count9;    
wire [12:0] count4096;   
wire [11:0] count1024;   
wire [11:0] count2048;
wire [19:0] poolres;
wire [19:0] flatres;
wire [11:0] rdaddr_pool;     
wire [11:0] rdaddr_flat;
wire [19:0] conv0_res, conv1_res;
always @(*) begin
    case (curr_state) 
        ST_INIT: 
            next_state = (ready) ? ST_RDOP : ST_INIT;
        ST_RDOP: 
            next_state = (readone) ? ST_OUT1 : ST_RDOP;
        ST_OUT1: begin
            if (count4096 == 13'd4096 & outkernel == 1'b1)
                next_state = ST_POOL;
            else if (outkernel == 1'b1)
                next_state = ST_RDOP;
            else 
                next_state = ST_OUT1;
        end
        ST_POOL: begin
            if (pooldone)
                next_state = ST_OUT2;
            else
                next_state = ST_POOL;
        end
        ST_OUT2: begin
            if (count1024 == 12'd1023 & outkernel == 1'b1)
                next_state = ST_FLAT; 
            else
                next_state = ST_POOL;
        end
        ST_FLAT: 
            next_state = ST_OUT3;
        ST_OUT3:
            next_state = (count2048 == 12'd2047) ? ST_DONE : ST_FLAT;
        ST_DONE:
            next_state = ST_DONE;
        default:
            next_state = ST_INIT;
    endcase
end
always @(posedge clk or posedge reset) begin
    if (reset)
        curr_state <= ST_INIT;
    else
        curr_state <= next_state;
end
reg busy_asyn;
always @(*) begin
    case (curr_state) 
        ST_INIT: begin
            crd  = 1'b0;
            cwr  = 1'b0;
            busy_asyn = 1'b0;
            csel = 3'b000;
        end
        ST_RDOP: begin
            crd  = 1'b0;
            cwr  = 1'b0;
            busy_asyn = 1'b1;
            csel = 3'b000;
        end
        ST_OUT1: begin
            crd  = 1'b0;
            cwr  = 1'b1;
            busy_asyn = 1'b1;
            csel = (outkernel == 1'b0) ? 3'b001 : 3'b010;
        end
        ST_POOL: begin
            crd  = 1'b1;
            cwr  = 1'b0;
            busy_asyn = 1'b1;
            csel = (outkernel == 1'b0) ? 3'b001 : 3'b010;
        end
        ST_OUT2: begin
            crd  = 1'b0;
            cwr  = 1'b1;
            busy_asyn = 1'b1;
            csel = (outkernel == 1'b0) ? 3'b011 : 3'b100;
        end
        ST_FLAT: begin
            crd  = 1'b1;
            cwr  = 1'b0;
            busy_asyn = 1'b1;
            csel = (outkernel == 1'b0) ? 3'b011 : 3'b100;
        end
        ST_OUT3: begin
            crd  = 1'b0;
            cwr  = 1'b1;
            busy_asyn = 1'b1;
            csel = 3'b101;
        end
        ST_DONE: begin
            crd  = 1'b0;
            cwr  = 1'b0;
            busy_asyn = 1'b0;
            csel = 3'b000;
        end
        default: begin
            crd  = 1'b0;
            cwr  = 1'b0;
            busy_asyn = 1'b0;
            csel = 3'b000;
        end
    endcase
end
always @(posedge clk, posedge reset) begin
    if(reset)
        busy <= 1'b0;
    else
        busy <= busy_asyn;
end
always @(posedge clk or posedge reset) begin
    if (reset)
        outkernel <= 1'b0;
    else begin
        case (curr_state)
            ST_RDOP:    
                outkernel <= 1'b0;
            ST_OUT1:    
                outkernel <= outkernel + 1'b1;
            ST_OUT2:    
                outkernel <= outkernel + 1'b1;
            ST_OUT3: 
                outkernel <= outkernel + 1'b1;
        endcase
    end
end
always @(*) begin
    case(curr_state)
        ST_RDOP:      
            caddr_wr = count4096 - 1;
        ST_OUT1:      
            caddr_wr = count4096 - 1;
        ST_POOL:      
            caddr_wr = count1024;
        ST_OUT2:
            caddr_wr = count1024;
        ST_OUT3:
            caddr_wr = count2048;
        default:
            caddr_wr = 0;
    endcase
end
always @(*) begin
    case (curr_state)
        ST_OUT1: begin
            if (outkernel == 1'b0)
                cdata_wr = (conv0_res[19] == 1'b1) ? 20'b0 : conv0_res;
            else
                cdata_wr = (conv1_res[19] == 1'b1) ? 20'b0 : conv1_res; 
        end
        ST_OUT2:
            cdata_wr = poolres;
        ST_OUT3:
            cdata_wr = flatres;
        default: 
            cdata_wr = 20'b0;
    endcase
end
always @(*) begin
    case (curr_state)
        ST_POOL:
            caddr_rd = rdaddr_pool;
        ST_OUT2: begin
            caddr_rd = rdaddr_pool;
        end
        ST_FLAT:
            caddr_rd = rdaddr_flat;
        ST_OUT3:
            caddr_rd = 12'b0;
        default:
            caddr_rd = 12'b0;
    endcase
end
READ read(
    .clk(clk),
    .rst(reset),
    .ready(ready),
    .readone(readone),
    .rdindex(count4096),
    .read_counter(count9),
    .iaddr(iaddr),
    .idata(idata),
    .state(curr_state),
    .row0(px012),
    .row1(px345),
    .row2(px678)
);
CAL cal(
    .clk(clk),
    .rst(reset),
    .row1(px012),
    .row2(px345),
    .row3(px678),
    .k0_res(conv0_res),
    .k1_res(conv1_res),
    .state(curr_state),
    .counter(count9)
);
POOL pool(
    .clk(clk),
    .rst(reset),
    .cdata_rd(cdata_rd),
    .rdaddr_pool(rdaddr_pool),
    .pooldone(pooldone),
    .state(curr_state),
    .poolres(poolres),
    .kernelsel(outkernel),
    .wrtidx_pool(count1024)
);
FLAT flat(
    .clk(clk),
    .rst(reset),
    .state(curr_state),
    .wrtidx_flat(count2048),
    .rdidx_flat(rdaddr_flat),
    .cdata_rd(cdata_rd),
    .wrt_out(flatres),
    .kernelout(outkernel)
);
endmodule
module READ(clk, rst, ready, readone,  rdindex, read_counter, iaddr, idata, state, row0, row1, row2);
    input clk, rst, ready;
    input [2:0] state;
    input [19:0] idata;
    output reg [12:0] rdindex;    
    output [59:0] row0, row1, row2;
    output [11:0] iaddr;
    output readone;      
    output reg [3:0] read_counter;  
    wire [12:0] rdindex_signed;
    reg [5:0] row_counter;   
    reg signed [19:0] pixel [0:8];
    wire [12:0] read_index [0:9];     
    reg signed [12:0] addr;  
    wire pad;        
    wire lborder_detect, rborder_detect, outrange_detect;
    assign rdindex_signed = rdindex;
    assign readone = (read_counter == 4'b1001) ? 1'b1 : 1'b0;
    assign iaddr = addr[11:0];
    assign lborder_detect = (row_counter == 6'b0 && ((read_index[read_counter] & 13'h3f) == 13'h3f));
    assign rborder_detect = (row_counter == 6'd63 && (((read_index[read_counter] - 13'b1) & 13'h3f) == 13'h3f));
    assign outrange_detect = (read_index[read_counter] > 4095);
    assign pad = outrange_detect | lborder_detect | rborder_detect;
    assign row0 = {pixel[0], pixel[1], pixel[2]},
           row1 = {pixel[3], pixel[4], pixel[5]},
           row2 = {pixel[6], pixel[7], pixel[8]};
    assign read_index[0] = rdindex_signed - 12'd65 ,
           read_index[1] = rdindex_signed - 12'd64 ,
           read_index[2] = rdindex_signed - 12'd63 ,
           read_index[3] = rdindex_signed - 12'd1  ,
           read_index[4] = rdindex_signed          ,
           read_index[5] = rdindex_signed + 12'd1  ,
           read_index[6] = rdindex_signed + 12'd63 ,
           read_index[7] = rdindex_signed + 12'd64 ,
           read_index[8] = rdindex_signed + 12'd65 ,
           read_index[9] = -1;
    integer i;
    always @(*) begin
        if (rst)
            addr = 13'b0;
        else begin
            case (state)
                3'b001: 
                    addr = read_index[read_counter];
                default:
                    addr = 13'b0;
            endcase
        end
    end
    always @(posedge clk or posedge rst) begin
        if (rst) begin
            for (i = 0; i < 9; i = i + 1)
                pixel[i] <= 20'b0;
        end
        else begin
            case (state) 
                3'b001: begin
                    pixel[read_counter] <= (pad) ? 20'b0 : idata;
                end
            endcase
        end
    end
    always @(posedge clk or posedge rst) begin
        if (rst) begin
            rdindex         <= 12'b0;
            row_counter     <= 6'b0;
            read_counter    <= 4'b0;
        end
        else begin
            if (state == 3'b001) begin   
                read_counter <= read_counter + 1;
                if (read_counter == 4'b1000) begin
                    row_counter <= row_counter + 6'b1;
                    rdindex         <= rdindex + 12'b1;  
                end
            end
            else if (state == 3'b010) begin      
                read_counter    <= 4'b0;
            end
        end
    end
endmodule
module CAL(
    clk, rst, 
    row1, row2, row3,
    k0_res, k1_res,
    state,
    counter             
);
    input clk, rst;
    input [59:0] row1, row2, row3;
    input [2:0] state;
    output [19:0] k0_res, k1_res;
    input [3:0] counter;
    reg signed [39:0] mult1 [0:8];   
    reg signed [39:0] mult2 [0:8];   
    wire signed [39:0] bias1, bias2;
    wire signed [19:0] px [0:8];
    wire signed [39:0] tempsum1, tempsum2; 
    wire signed [19:0] ker1 [0:8];
    wire signed [19:0] ker2 [0:8];
    assign bias1 = {4'b0, 20'h01310, 16'b0},
           bias2 = {4'b0, 20'hF7295, 16'b0};
    assign px[0] = row1[59:40], px[1] = row1[39:20], px[2] = row1[19:0],
           px[3] = row2[59:40], px[4] = row2[39:20], px[5] = row2[19:0],
           px[6] = row3[59:40], px[7] = row3[39:20], px[8] = row3[19:0];
    assign ker1[0] = 20'h0A89E, ker1[1] = 20'h092D5, ker1[2] = 20'h06D43,
           ker1[3] = 20'h01004, ker1[4] = 20'hF8F71, ker1[5] = 20'hF6E54,
           ker1[6] = 20'hFA6D7, ker1[7] = 20'hFC834, ker1[8] = 20'hFAC19;
    assign ker2[0] = 20'hFDB55, ker2[1] = 20'h02992, ker2[2] = 20'hFC994,
           ker2[3] = 20'h050FD, ker2[4] = 20'h02F20, ker2[5] = 20'h0202D,
           ker2[6] = 20'h03BD7, ker2[7] = 20'hFD369, ker2[8] = 20'h05E68;
    always @ (*) begin
        mult1[0] = px[0] * ker1[0];
        mult1[1] = px[1] * ker1[1];
        mult1[2] = px[2] * ker1[2];
        mult1[3] = px[3] * ker1[3];
        mult1[4] = px[4] * ker1[4];
        mult1[5] = px[5] * ker1[5];
        mult1[6] = px[6] * ker1[6];
        mult1[7] = px[7] * ker1[7];
        mult1[8] = px[8] * ker1[8];
        mult2[0] = px[0] * ker2[0];
        mult2[1] = px[1] * ker2[1];
        mult2[2] = px[2] * ker2[2];
        mult2[3] = px[3] * ker2[3];
        mult2[4] = px[4] * ker2[4];
        mult2[5] = px[5] * ker2[5];
        mult2[6] = px[6] * ker2[6];
        mult2[7] = px[7] * ker2[7];
        mult2[8] = px[8] * ker2[8];
    end
    assign tempsum1 = (mult1[0] + mult1[1]) + (mult1[2] + mult1[3]) + (mult1[4] + mult1[5]) + (mult1[6] + mult1[7]) + (mult1[8]) + bias1,
           tempsum2 = (mult2[0] + mult2[1]) + (mult2[2] + mult2[3]) + (mult2[4] + mult2[5]) + (mult2[6] + mult2[7]) + (mult2[8]) + bias2;
    assign k0_res = (tempsum1[35:16] + tempsum1[15]),
           k1_res = (tempsum2[35:16] + tempsum2[15]);
endmodule
module POOL(clk, rst, cdata_rd, rdaddr_pool, pooldone, state, poolres, kernelsel, wrtidx_pool);
    input clk, rst;
    input [19:0] cdata_rd;
    input [2:0] state;
    output pooldone;
    output [19:0] poolres;
    input kernelsel;
    output [11:0] rdaddr_pool;           
    output reg [11:0] wrtidx_pool;           
    reg [11:0] read_index;
    reg [3:0] count4;           
    wire [11:0] read_addr4 [0:4];
    reg [19:0] tempmax;          
    reg [5:0] row_count;         
    assign pooldone = (count4 == 3'd4) ? 1'b1 : 1'b0; 
    assign poolres  = tempmax;
    assign read_addr4[0] = read_index         ,
           read_addr4[1] = read_index + 12'b1 ,
           read_addr4[2] = read_index + 12'd64,
           read_addr4[3] = read_index + 12'd65,
           read_addr4[4] = read_index + 12'd65;
    assign rdaddr_pool = read_addr4[count4];
    reg [19:0] max1, max2;
    reg [19:0] in4 [0:4];
    always @(posedge clk or posedge rst) begin
        if (rst) begin
            read_index  <= 12'b0;
            count4      <= 3'b0;
            in4[0] <= 20'b0; in4[1] <= 20'b0; in4[2] <= 20'b0; in4[3] <= 20'b0; in4[4] <= 20'b0;
            row_count   <= 6'b0;
            wrtidx_pool <= 12'b0;
        end
        else begin
            case (state)
                3'b010: begin    
                    read_index  <= 12'b0;
                    row_count   <= 6'b0;
                    wrtidx_pool <= 12'b0;
                end
                3'b011: begin    
                    count4      <= count4 + 3'b1;
                    in4[count4] <= cdata_rd;
                end
                3'b100: begin    
                    if (kernelsel == 1'b1) begin
                        count4      <= 0;
                        read_index  <= (row_count == 6'd62) ? (read_index + 12'd66) : (read_index + 12'd2);
                        row_count   <= (row_count == 6'd62) ? 0 : (row_count + 6'd2);
                        wrtidx_pool <= wrtidx_pool + 12'b1;
                    end                 
                    else begin
                        count4  <= 3'b0;
                    end
                end
            endcase
        end
    end
    always @(*) begin
        if (rst) begin
            max1 = 20'b0; max2 = 20'b0; tempmax = 20'b0;
        end
        else begin
            max1 = (in4[0] > in4[1]) ? in4[0] : in4[1];
            max2 = (in4[2] > in4[3]) ? in4[2] : in4[3];
            tempmax = (max1 > max2) ? max1 : max2;
        end
    end
endmodule
module FLAT(clk, rst, state, wrtidx_flat, rdidx_flat, cdata_rd, wrt_out, kernelout);
    input clk, rst;
    input [2:0] state;
    input [19:0] cdata_rd;
    input kernelout;
    output reg [11:0] wrtidx_flat;       
    output reg [11:0] rdidx_flat;          
    output [19:0] wrt_out;
    assign wrt_out = cdata_rd;
    always @(posedge clk or posedge rst) begin
        if (rst) begin
            wrtidx_flat <= 12'hfff;
            rdidx_flat  <= 12'b0;
        end
        else begin
            case (state) 
                3'b101: begin        
                    wrtidx_flat <= wrtidx_flat + 12'b1;
                end
                3'b110: begin        
                    if (kernelout == 1'b1) rdidx_flat <= rdidx_flat + 12'b1;
                end 
            endcase
        end
    end
endmodule 
==> ./run.sh <==
#!/bin/bash
# OpenROAD 26Q1-2900-gdf79404cd8, Yosys 0.63+post, stock flow scripts
make -C /OpenROAD-flow-scripts/flow DESIGN_CONFIG=/design/flow/config.mk WORK_HOME=/design/flow/orfs finish
==> ./config.mk <==
export PLATFORM = sky130hd
export DESIGN_NAME = CONV
export DESIGN_NICKNAME = CONV
export VERILOG_FILES = /design/flow/design.v
export SDC_FILE = /design/flow/constraint.sdc
export NUM_CORES = 4
export LEC_CHECK = 1
export CORE_UTILIZATION = 50
==> ./constraint.sdc <==
current_design CONV

set clk_period 26.2
set clk_io_pct 0.2

create_clock -name clk0 -period $clk_period [get_ports {clk}]

set non_clock_inputs [all_inputs -no_clocks]
set_input_delay [expr $clk_period * $clk_io_pct] -clock clk0 $non_clock_inputs
set_output_delay [expr $clk_period * $clk_io_pct] -clock clk0 [all_outputs]
==> results.txt <==
Status on the layout run. The run finished with clean final reports. Fraction of layout cells with a size suffix above 1 landed at 0.0448. Hold timing on the final database bottoms out at a slack of 471 ps. Per the synth stats, the proportion of register bits with asynchronous set or reset is 1.00. The stage logs contain a warning count of 188.

The flow reports an fmax of 47.9 MHz. Each instance of the synthesized netlist takes up on average 9.93 um^2. Number of rows in the core area landed at 180. Across the routed clock network, the largest skew measured is 81.2 ps. Setup repair after global routing left no endpoint under its margin. Quantity of gates resized following cts landed at 0. Number of cells produced by synthesis landed at 12300. On the worst setup and hold paths after CTS, the clock-pin slew comes to 60 ps. The end-of-flow timing check tallies setup violations at 0.

Per the CTS log, the maximum H-tree level is 2. Global route total overflow landed at 0. In this run the remaining antenna-violating nets after routing total 0.

Detailed placement reports a standard cell area of 128000 um^2. On the critical path, the stage with the largest delay is an instance of sky130_fd_sc_hd__fa_1. The pin closest to its max-slew limit shows a slew of 1190 ps.

Number of distinct standard cells referenced by the synthesized netlist landed at 112. Required time reported for the critical path endpoint landed at 20960 ps. In this run the register-to-register setup slack is 20290 ps. The chip occupies 246000 um^2. The detailed router reported a total wirelength of 459000 um.

Number of failing hold endpoints at the final stage landed at 0. Per Yosys stat, the portion of area used by sequential elements is 0.0718. The number of cells reported by Yosys stat comes to 12300. Per the skew report, the later register of the worst-skew pair sees a clock latency of 790 ps.

The final timing report derives a shortest allowable period of 20870 ps. The first TritonRoute pass finished after 6 iterations. CTS saw 349 sinks.

Peak supply drop landed at 0.0595 mV. Detailed placement HPWL landed at 408000 um. Stage delay of the slowest cell on the critical path landed at 850 ps. According to the Yosys statistics, the synthesized design has a chip area of 122000 um^2. Via count of the first global-routing pass landed at 92100. Max-capacitance violation count landed at 0.

TritonCTS built the clock tree. Warnings reported by Yosys during synthesis add up to 9. Ratio of final minimum period to clock period landed at 0.797. Number of placed I/O pins landed at 105.

For reference, the most critical setup path is categorized as flop to output port. Total clock buffers created by CTS landed at 54. Initial antenna violation count landed at 17.

The script computed a power per unit cell area of 11.6 nW/um^2. Count of library flops with an enable pin landed at 0. After detailed routing, the average wire length per cell comes to 29.1 um. Die height landed at 496 um.

The worst setup path is captured at an output port. Wire length of the first global-routing pass landed at 662000 um. In the final report, the number of pins over their slew limit comes to 0. The most used flip-flop cell after synthesis is sky130_fd_sc_hd__dfrtp_1. Iteration-0 DRC count of the detailed router landed at 4272. Critical path arrival landed at 15630 ps. The cell sitting at the root of the clock tree is a sky130_fd_sc_hd__clkbuf_16.

For this design the static power due to leakage is 68.5 nW. Summed over all routing layers, the global router reports a total usage of 0.418. Layout overhead on the synthesized area landed at 6.74%. The share of the core area taken by cells at floorplan is 0.505.

Number of inserted filler cells in the final layout landed at 21200. Horizontal extent of the die landed at 496 um. STA classifies the critical path startpoint as a flop. Hold-fix buffer count after cts landed at 0.

The longest clock path from root to sink contains 3 buffers. The number of setup buffers added after CTS is 0. Yosys reported a register bit count of 349. The routed design shows a via density per instance of 5.37. According to the floorplan report, the placeable core area is 241000 um^2. Entering global routing, the biggest net connects 78 pins. Global placer's final weighted congestion landed at 1.15.

The path class of the tightest hold or removal check is flop to flop. Count of unresolved DRC violations after routing landed at 0. Summed area of non-filler cells in the final layout landed at 130000 um^2. Before any placement, the netlist area is recorded as 122000 um^2. Post-route setup TNS landed at 0 ps. In this run the tool buffered the top-level ports with 104 buffer cells. For this block, the via count after detailed routing is 84700. The worst-case max-slew headroom was logged as 0.204.

By instance count, the cell type seen most on the critical path is sky130_fd_sc_hd__fa_1. Per the timing report, the biggest fanout along the worst path comes to 14.
## cells in the final DEF (no fill, tap or decap), types with 36 or more instances in the layout
| master | Yosys | layout |
|---|---|---|
| sky130_fd_sc_hd__nand3_1 | 111 | 111 |
| sky130_fd_sc_hd__mux2_2 | 91 | 91 |
| sky130_fd_sc_hd__buf_4 | 0 | 231 |
| sky130_fd_sc_hd__xor2_1 | 221 | 220 |
| sky130_fd_sc_hd__fa_1 | 2446 | 2446 |
| sky130_fd_sc_hd__clkbuf_16 | 0 | 54 |
| sky130_fd_sc_hd__dfrtp_1 | 336 | 328 |
| sky130_fd_sc_hd__ha_1 | 2201 | 2201 |
| sky130_fd_sc_hd__a211oi_1 | 36 | 36 |
| sky130_fd_sc_hd__nor2b_1 | 58 | 58 |
| sky130_fd_sc_hd__nor3_1 | 98 | 97 |
| sky130_fd_sc_hd__inv_1 | 3732 | 3731 |
| sky130_fd_sc_hd__nand2b_1 | 58 | 58 |
| sky130_fd_sc_hd__nor2_1 | 325 | 324 |
| sky130_fd_sc_hd__nand4_1 | 41 | 41 |
| sky130_fd_sc_hd__xnor2_1 | 399 | 393 |
| sky130_fd_sc_hd__a21o_1 | 132 | 132 |
| sky130_fd_sc_hd__o21a_1 | 53 | 53 |
| sky130_fd_sc_hd__o21ai_0 | 217 | 215 |
| sky130_fd_sc_hd__a21oi_1 | 297 | 296 |
| sky130_fd_sc_hd__nand2_1 | 455 | 455 |
| sky130_fd_sc_hd__clkdlybuf4s50_1 | 0 | 104 |
| sky130_fd_sc_hd__mux2i_1 | 77 | 77 |
| sky130_fd_sc_hd__o22ai_1 | 175 | 175 |
| sky130_fd_sc_hd__o21bai_1 | 46 | 46 |
| sky130_fd_sc_hd__and3_1 | 50 | 45 |
## through the flow
step	power [mW]	util	instances	setup WS, ps
6_report	1.51	0.539	15800	5330
4_1_cts	1.53	0.539	15700	5470
2_1_floorplan	0.620	-	12300	7340
5_1_grt	1.55	0.539	15700	4540
3_3_place_gp	0.678	0.531	15600	6410
3_5_place_dp	0.680	0.531	15600	6310
## power breakdown
group	internal, mW	switching [mW]	total, mW	leakage, nW
Combinational	0.0394	0.0821	0.122	63.8
Sequential	0.545	0.00494	0.550	3.70
Clock	0.465	0.373	0.838	0.932
## cell families (layout without fill, tap and decap cells)
group,after synthesis,in the layout,synth area share
flops,349,349,0.0718
simple gates,1344,1344,0.0520
buf+inv,3901,4173,0.120
xor+xnor,626,626,0.0455
fa+ha+maj,4647,4647,0.627
compound gates,1249,1249,0.0683
mux,168,168,0.0147
other cells,0,23,0
## path summary, 6_finish.rpt
| kind | start | endpoint | cells after the start |
|---|---|---|---|
| setup / recovery | read.pixel[5][9] | cdata_wr[16] | 45 |
| hold / removal | curr_state[7] | busy | 1 |
| setup reg to reg | read.read_counter[0] | read.pixel[5][1] | 20 |
| hold reg to reg | curr_state[7] | busy | 1 |
| max in group asynchronous | reset | read.pixel[5][4] | 4 |
| min in group asynchronous | reset | pool.in4[0][10] | 2 |
## worst max-delay path, delay by kind of cell (launching register included)
family | cells | cell delay (ps)
AND/OR/NAND/NOR | 9 | 2070
XOR/XNOR | 3 | 940
flip-flops | 1 | 550
adder cells (fa/ha/maj) | 16 | 7820
AND-OR/OR-AND | 7 | 2310
buffers and inverters | 10 | 1150
## metal layers
metal / track usage / part of all wire
met5: 0.0456 / 0.0034
met4: 0.213 / 0.073
met3: 0.259 / 0.15
met2: 0.551 / 0.41
met1: 0.545 / 0.36
## cell type report
| type | count | area, um^2 | area share |
|---|---|---|---|
| Tap cell | 3185 | 3990 | 0.0306 |
| Sequential cell | 349 | 8760 | 0.0673 |
| Clock buffer | 68 | 1480 | 0.0114 |
| Multi-Input combinational cell | 8034 | 98600 | 0.758 |
| Antenna cell | 23 | 57.6 | 0.000442 |
| Inverter | 3737 | 14000 | 0.108 |
| Timing Repair Buffer | 336 | 2800 | 0.0215 |
| Clock inverter | 32 | 425 | 0.00327 |
## cell usage after synthesis, types with 36 or more instances
cell type | number | area (um^2)
sky130_fd_sc_hd__inv_1 | 3732 | 14000
sky130_fd_sc_hd__fa_1 | 2446 | 49000
sky130_fd_sc_hd__ha_1 | 2201 | 27500
sky130_fd_sc_hd__nand2_1 | 455 | 1710
sky130_fd_sc_hd__xnor2_1 | 399 | 3490
sky130_fd_sc_hd__dfrtp_1 | 336 | 8410
sky130_fd_sc_hd__nor2_1 | 325 | 1220
sky130_fd_sc_hd__a21oi_1 | 297 | 1490
sky130_fd_sc_hd__xor2_1 | 221 | 1940
sky130_fd_sc_hd__o21ai_0 | 217 | 1090
sky130_fd_sc_hd__o22ai_1 | 175 | 1090
sky130_fd_sc_hd__a21o_1 | 132 | 991
sky130_fd_sc_hd__clkbuf_1 | 129 | 484
sky130_fd_sc_hd__nand3_1 | 111 | 556
sky130_fd_sc_hd__nor3_1 | 98 | 490
sky130_fd_sc_hd__mux2_2 | 91 | 1020
sky130_fd_sc_hd__mux2i_1 | 77 | 771
sky130_fd_sc_hd__nand2b_1 | 58 | 363
sky130_fd_sc_hd__nor2b_1 | 58 | 363
sky130_fd_sc_hd__o21a_1 | 53 | 398
sky130_fd_sc_hd__and3_1 | 50 | 313
sky130_fd_sc_hd__o21bai_1 | 46 | 345
sky130_fd_sc_hd__nand4_1 | 41 | 257
sky130_fd_sc_hd__a211oi_1 | 36 | 270
## flip-flops by register name (all words and copies together), names as in the netlist
signal,cells
busy,1
outkernel,1
pool.count4,4
read.read_counter,4
pool.in4,80
pool.wrtidx_pool,12
read.row_counter,6
pool.row_count,5
flat.wrtidx_flat,12
read.rdindex,13
curr_state,8
flat.rdidx_flat,12
read.pixel,180
pool.read_index,11
No activity file was given, so power comes from the tool's default toggle rates.
