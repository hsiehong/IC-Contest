==> /design/flow/design.v <==
module DT(
	input 			    clk, 
	input			    reset,
	output  		    done ,
	output  		    sti_rd ,
	output	    [9:0]	sti_addr ,
	input		[15:0]	sti_di,
	output  		    res_wr ,
	output  		    res_rd ,
	output	    [13:0]	res_addr ,
	output	    [7:0]	res_do,
	input		[7:0]	res_di
);
wire [13:0] count16384;
wire rdres_done, isobj;
wire [3:0] state;
CTRL ctrl(
    .clk(clk),
    .rst(reset),
    .sti_rd(sti_rd),
    .res_rd(res_rd),
    .res_wr(res_wr),
    .done(done),
    .curr_state(state),
    .count16384(count16384),
    .rdres_done(rdres_done),
    .isobj(isobj)
);
DATAPATH dpath(
    .clk(clk),
    .rst(reset),
    .state(state),
    .sti_di(sti_di),
    .count16384(count16384),
    .rdres_done(rdres_done),
    .isobj(isobj),
    .res_di(res_di),
    .res_do(res_do),
    .res_addr(res_addr),
    .sti_addr(sti_addr)
);
endmodule    
module CTRL (
    clk, rst, isobj,
    sti_rd, res_wr, res_rd, done, rdres_done,
    curr_state, count16384
);
input clk, rst, isobj;
output reg sti_rd, res_wr, res_rd, done;
output reg [3:0] curr_state;
input rdres_done;
parameter ST_INIT       = 4'd0,
          ST_FWRDPX     = 4'd1,
          ST_FWRDRES    = 4'd2,
          ST_FWWRT      = 4'd3,
          ST_FW2BW      = 4'd4,
          ST_BWRDPX     = 4'd5,
          ST_BWRDRES    = 4'd6,
          ST_BWWRT      = 4'd7,
          ST_DONE       = 4'd8;
reg [3:0] next_state;
input [13:0]  count16384;          
wire fw_done,  bw_done, isobj;
assign fw_done = (count16384 == 14'd16383);
assign bw_done = (count16384 == 14'd0);
always @(*) begin
    case (curr_state)
        ST_INIT:
            next_state = (sti_rd) ? ST_FWRDPX : ST_INIT;
        ST_FWRDPX:
            next_state = ST_FWRDRES;
        ST_FWRDRES: begin
            if (isobj) begin
                if (rdres_done)
                    next_state = ST_FWWRT;
                else
                    next_state = ST_FWRDRES;
            end
            else
                next_state = ST_FWWRT;
        end
        ST_FWWRT:
            next_state = (fw_done) ? ST_FW2BW : ST_FWRDPX;
        ST_FW2BW:
            next_state = ST_BWRDPX;
        ST_BWRDPX: begin
            next_state = ST_BWRDRES;
        end
        ST_BWRDRES: begin
            if (isobj) begin
                if (rdres_done)
                    next_state = ST_BWWRT;
                else
                    next_state = ST_BWRDRES;
            end
            else
                next_state = ST_BWWRT;
        end
        ST_BWWRT:
            next_state = (bw_done) ? ST_DONE : ST_BWRDPX;
        ST_DONE:
            next_state = ST_DONE;
        default:
            next_state = ST_INIT;
    endcase
end
always @(posedge clk or negedge rst) begin
    if (!rst)
        curr_state  <= ST_INIT;
    else
        curr_state  <= next_state;
end
always @(*) begin
    case (curr_state)
        ST_INIT: begin
            sti_rd  = (rst) ? 1'b1 : 1'b0;
            res_rd  = 1'b0;
            res_wr  = 1'b0;
            done    = 1'b0;
        end
        ST_FWRDPX: begin
            sti_rd  = 1'b1;
            res_rd  = 1'b0;
            res_wr  = 1'b0;
            done    = 1'b0;
        end
        ST_FWRDRES: begin
            sti_rd  = 1'b0;
            res_rd  = 1'b1;
            res_wr  = 1'b0;
            done    = 1'b0;
        end
        ST_FWWRT: begin
            sti_rd  = 1'b0;
            res_rd  = 1'b0;
            res_wr  = 1'b1;
            done    = 1'b0;
        end
        ST_FW2BW: begin
            sti_rd  = 1'b0;
            res_rd  = 1'b0;
            res_wr  = 1'b0;
            done    = 1'b0;
        end
        ST_BWRDPX: begin
            sti_rd  = 1'b0;
            res_rd  = 1'b1;
            res_wr  = 1'b0;
            done    = 1'b0;
        end
        ST_BWRDRES: begin
            sti_rd  = 1'b0;
            res_rd  = 1'b1;
            res_wr  = 1'b0;
            done    = 1'b0;
        end
        ST_BWWRT: begin
            sti_rd  = 1'b0;
            res_rd  = 1'b0;
            res_wr  = 1'b1;
            done    = 1'b0;
        end
        ST_DONE: begin
            sti_rd  = 1'b0;
            res_rd  = 1'b0;
            res_wr  = 1'b0;
            done    = 1'b1;
        end
        default: begin
            sti_rd  = 1'b0;
            res_rd  = 1'b0;
            res_wr  = 1'b0;
            done    = 1'b0;
        end
    endcase
end
endmodule
module DATAPATH (
    clk, rst, 
    state,
    sti_di,
    count16384, rdres_done,
    isobj,
    res_di, res_do, res_addr, sti_addr
);
parameter ST_INIT       = 4'd0,
          ST_FWRDPX     = 4'd1,
          ST_FWRDRES    = 4'd2,
          ST_FWWRT      = 4'd3,
          ST_FW2BW      = 4'd4,
          ST_BWRDPX     = 4'd5,
          ST_BWRDRES    = 4'd6,
          ST_BWWRT      = 4'd7,
          ST_DONE       = 4'd8;
input clk, rst;
input [3:0] state;
input [15:0] sti_di;
input [7:0] res_di;
output reg [13:0] count16384;   
output reg isobj;
output reg [7:0] res_do;
output reg [13:0] res_addr;
output rdres_done;
output [9:0] sti_addr;
wire [3:0] px_pos;
wire [13:0] rdres_addr [0:4];
wire [13:0] rdres_addr_b [0:4];
reg [7:0] data4 [0:3];
reg [7:0] fwres, temp1, temp2, temp3, temp4, res_din;
reg [3:0] count4;
reg top_out, left_out, right_out, bot_out;
wire outrange, outrange2;
assign rdres_done = (count4 == 4'd3);
assign rdres_addr[0] = count16384 - 14'd129,
       rdres_addr[1] = count16384 - 14'd128,
       rdres_addr[2] = count16384 - 14'd127,
       rdres_addr[3] = count16384 - 14'd1;
assign rdres_addr_b[0] = count16384 + 14'd1,
       rdres_addr_b[1] = count16384 + 14'd127,
       rdres_addr_b[2] = count16384 + 14'd128,
       rdres_addr_b[3] = count16384 + 14'd129;
assign outrange = (top_out | left_out),
       outrange2 = (right_out | bot_out);
assign sti_addr = count16384[13:4],
       px_pos  = (4'b1111 - count16384[3:0]);
always @(*) begin
    if (state == 4'd2) begin
        top_out = (rdres_addr[count4] > count16384);
        left_out = (count16384[7:0] == 8'b0 && rdres_addr[count4][6:0] == 7'h7f);
        right_out = 4'd0;
        bot_out = 4'd0;
    end
    else if (state == 4'd6) begin
        right_out = (count16384[6:0] == 7'h7f && rdres_addr_b[count4][7:0] == 8'b0);
        bot_out = (rdres_addr_b[count4] < count16384);
        left_out = 4'd0;
        top_out = 4'd0;
    end
    else begin
        left_out = 4'd0; right_out = 4'd0;
        top_out = 4'd0; bot_out = 4'd0;
    end
end
always @(*) begin
    case (state)
        ST_FWRDRES: begin
            temp1 = (data4[0] < data4[1]) ? data4[0] : data4[1];
            temp2 = (data4[2] < data4[3]) ? data4[2] : data4[3];
            temp3 = (temp1 < temp2) ? temp1 : temp2;
            temp4 = 8'b0;
            fwres = (isobj) ? (temp3 + 8'b1) : 8'b0;
        end
        ST_FWWRT: begin
            temp1 = (data4[0] < data4[1]) ? data4[0] : data4[1];
            temp2 = (data4[2] < data4[3]) ? data4[2] : data4[3];
            temp3 = (temp1 < temp2) ? temp1 : temp2;
            temp4 = 8'b0;
            fwres = (isobj) ? (temp3 + 8'b1) : 8'b0;
        end
        ST_BWRDRES: begin
            temp1 = (data4[0] < data4[1]) ? data4[0] : data4[1];
            temp2 = (data4[2] < data4[3]) ? data4[2] : data4[3];
            temp3 = (temp1 < temp2) ? temp1 : temp2;
            temp4 = (temp3 + 8'b1 < res_din) ? (temp3 + 8'b1) : res_din;
            fwres = (isobj) ? temp4 : 8'b0;
        end 
        ST_BWWRT: begin
            temp1 = (data4[0] < data4[1]) ? data4[0] : data4[1];
            temp2 = (data4[2] < data4[3]) ? data4[2] : data4[3];
            temp3 = (temp1 < temp2) ? temp1 : temp2;
            temp4 = ((temp3 + 8'b1) < res_din) ? (temp3 + 8'b1) : res_din;
            fwres = (isobj) ? temp4 : 8'b0;
        end 
        default: begin
            temp1 = 8'b0; temp2 = 8'b0;
            temp3 = 8'b0; temp4 = 8'b0;
            fwres = 8'b0;
        end
    endcase
end
always @(posedge clk or negedge rst) begin
    if (!rst) begin
        count16384  <= 14'b0;
        count4      <= 4'b0;
    end
    else begin
        case (state) 
            ST_INIT: begin
                count4          <= 4'b0;
                count16384      <= 14'b0;
            end
            ST_FWRDPX: begin
                count4          <= 4'b0;
            end
            ST_FWRDRES: begin
                count4          <= count4 + 4'b1;
            end
            ST_FWWRT: begin
               count16384       <= count16384 + 14'b1;
               count4           <= 4'b0;
            end
            ST_FW2BW: begin
                count16384      <= 14'd16383;
            end
            ST_BWRDPX : begin
                count4          <= 4'b0;
            end
            ST_BWRDRES: begin
                count4          <= count4 + 4'b1;
            end
            ST_BWWRT: begin
                count16384      <= count16384 - 14'b1;
                count4          <= 4'b0;
            end
        endcase
    end
end
always @(posedge clk or negedge rst) begin 
    if (!rst) begin
        isobj       <= 1'b0;
    end
    else begin
        case (state) 
            ST_INIT: begin
                isobj           <= 1'b0;            
            end
            ST_FWRDPX: begin
                isobj           <= sti_di[px_pos];        
                res_addr        <= (sti_di[px_pos]) ? rdres_addr[0] : res_addr;
            end
            ST_FWRDRES: begin
                res_addr        <= (count4 == 4'd3 || !(isobj)) ? count16384 : rdres_addr[count4 + 1];   
                data4[count4]   <= (outrange) ? 8'hff : res_di;
            end
            ST_FWWRT: begin
                isobj           <= 1'b0;
            end
            ST_FW2BW: begin
                res_addr        <= 14'd16383;
            end
            ST_BWRDPX: begin
                isobj           <= (res_di) ? 1'b1 : 1'b0;
                res_din         <= res_di;
                res_addr        <= (res_di) ? rdres_addr_b[0] : res_addr;
            end
            ST_BWRDRES: begin
                res_addr        <= (count4 == 4'd3 || !(isobj)) ? count16384 : rdres_addr_b[count4 + 1];     
                data4[count4]   <= (outrange2) ? 8'hff : res_di;
            end
            ST_BWWRT: begin
                isobj           <= 1'b0;
                res_addr        <= count16384 - 14'b1;
            end
        endcase
    end
end
always @(*) begin
    if (state == ST_FWWRT || state == ST_BWWRT)
        res_do = (isobj) ? fwres : 8'b0;
    else
        res_do = 8'b0;
end
endmodule
==> /design/flow/run.sh <==
#!/bin/bash
# OpenROAD 26Q1-2900-gdf79404cd8, Yosys 0.63+post, stock flow scripts
make -C /OpenROAD-flow-scripts/flow DESIGN_CONFIG=/design/flow/config.mk WORK_HOME=/design/flow/orfs finish
==> /design/flow/config.mk <==
export PLATFORM = sky130hd
export DESIGN_NAME = DT
export DESIGN_NICKNAME = DT
export VERILOG_FILES = /design/flow/design.v
export SDC_FILE = /design/flow/constraint.sdc
export NUM_CORES = 4
export LEC_CHECK = 1
export CORE_UTILIZATION = 40
==> /design/flow/constraint.sdc <==
current_design DT

set clk_period 11.6
set clk_io_pct 0.2

create_clock -name clk0 -period $clk_period [get_ports {clk}]

set non_clock_inputs [all_inputs -no_clocks]
set_input_delay [expr $clk_period * $clk_io_pct] -clock clk0 $non_clock_inputs
set_output_delay [expr $clk_period * $clk_io_pct] -clock clk0 [all_outputs]
==> insert_results.sql <==
-- physical implementation figures
INSERT INTO impl_metrics (metric_group, metric, value, unit) VALUES
('run_status', 'status', 'finished, final reports clean', ''),
('grt', 'grt_pass1_wl', '41800', 'um'),
('routing', 'drt-vias-per-instance', '6.17', ''),
('clocking', 'clock_sink_count', '82', ''),
('setup_path', 'critical_path.slowest_cell', 'a221oi_1', ''),
('final_timing', 'fin_tns_setup', '0', 'ns'),
('clocking', 'htree_levels', '3', ''),
('setup_path', 'r2r_setup_slack', '6.12', 'ns'),
('finish', 'fillCellCount', '1965', ''),
('finish', 'layout.cells.most_common_list', '90 x nand2_1, 80 x a21oi_1, 71 x ha_1', ''),
('final_timing', 'timing.final.crit_share', '81.5', '%'),
('floorplan', 'chipWidth', '147', 'um'),
('logic_synthesis', 'synth-edff-count', '54', ''),
('routing', 'vias', '7929', ''),
('setup_path', 'slowest_delay', '0.48', 'ns'),
('logic_synthesis', 'mux_share', '4.90', '%'),
('flow_run', 'drv.max_cap_violation_count', '0', ''),
('grt', 'grt-ovfl-total', '0', ''),
('hold_path', 'worstHoldPathType', 'flip-flop to flip-flop', ''),
('setup_path', 'worst_setup_path_start_kind', 'flip-flop', ''),
('floorplan', 'initCoreUtil', '41.2', '%'),
('grt', 'antenna_found_initial', '0', ''),
('finish', 'lay_top_count', 'nand2_1', ''),
('final_timing', 'tightestPinTransition', '0.931', 'ns'),
('clocking', 'cts_resized', '0', ''),
('setup_path', 'crit_path_start', 'dpath.data4[2][2]', ''),
('floorplan', 'placementRows', '52', ''),
('logic_synthesis', 'async_flop_share', '34.1', '%'),
('setup_path', 'capture_instance_of_the_worst_register_to_register_path', 'dpath.data4[3][1]', ''),
('logic_synthesis', 'yosys.stat.seqShare', '27.7', '%'),
('setup_path', 'setup.worst_path.class', 'flip-flop to primary output', ''),
('clocking', 'clock_slew_seen_by_the_registers_of_the_worst_setup_and_hold_paths', '0.07', 'ns'),
('grt', 'via_count_of_the_first_global_routing_pass', '7439', ''),
('logic_synthesis', 'biggest_area_consumer_among_synthesized_cells', 'edfxtp_1', ''),
('final_timing', 'final-max-slew-violation-count', '0', ''),
('final_timing', 'rsz0062_at_grt', 'no', ''),
('place', 'buffer_ports.inserted', '61', ''),
('setup_path', 'cpMostUsedCell', 'ha_1', ''),
('logic_synthesis', 'ys.warnings.count', '31', ''),
('finish', 'layout_stage_area_growth_over_the_synthesis_result', '12.6', '%'),
('final_timing', 'fmax', '0.106', 'GHz'),
('grt', 'maximum_number_of_pins_on_one_net_before_global_route_repair', '36', ''),
('floorplan', 'top_level_ports', '62', ''),
('power_and_ir_drop', 'power.density_cell_area', '199', 'nW/um^2'),
('clocking', 'cts_inserted_buffers', '9', ''),
('grt', 'grt.total_usage', '25.8', '%'),
('routing', 'postRouteWirelength', '26600', 'um'),
('logic_synthesis', 'xor_area_share', '5.54', '%'),
('final_timing', 'finalSetupViolCount', '0', ''),
('flow_run', 'log.warning_count', '36', ''),
('logic_synthesis', 'syn_area_per_cell', '8.42', 'um^2'),
('hold_path', 'worstHoldPathCells', '1', ''),
('logic_synthesis', 'yosys-stat-cells', '996', ''),
('floorplan', 'core_area', '20400', 'um^2'),
('logic_synthesis', 'synth.cell_area', '8380', 'um^2'),
('logic_synthesis', 'topCellsByArea', 'edfxtp_1 19%, ha_1 11%, dfrtp_1 8.1%', ''),
('floorplan', 'die.size.y', '147', 'um'),
('clocking', 'max_buffers_root_to_sink', '2', ''),
('logic_synthesis', 'yosys_register_bits', '82', ''),
('logic_synthesis', 'synthSimpleGateAreaFrac', '16.5', '%'),
('power_and_ir_drop', 'peakVddDrop', '0.120', 'mV'),
('setup_path', 'regToRegStartpoint', 'dpath.count16384[1]', ''),
('logic_synthesis', 'yosys_most_used_dff', 'edfxtp_1', ''),
('logic_synthesis', 'main_kind_of_combinational_logic_by_area', 'AND-OR/OR-AND gates', ''),
('setup_path', 'crit_fanout', '10', ''),
('clocking', 'clk_latency', '0.34', 'ns'),
('finish', 'final-instance-count-excl-fill', '1286', ''),
('setup_path', 'timing.critical_path.to', 'res_do[0]', ''),
('routing', 'antennaDiodeCount', '0', ''),
('clocking', 'cts_tree', 'built', ''),
('final_timing', 'clock_skews', '0.0135', 'ns');
[layer usage]
layer / part of all wire, % / GRT usage [%] / vias to the layer above / routed length (um)
li1: - / - / 3776 / -
met1: 44 / 37.8 / 3737 / 11600
met2: 46 / 40.4 / 346 / 12200
met5: 0 / 0 / - / 0
met4: 3.7 / 7.97 / 0 / 994
met3: 6.9 / 3.77 / 70 / 1830
[synthesized netlist by cell type (all sizes together), types with 3 or more instances]
library cell	instances
nor3	23
a21oi	81
mux2	6
a311oi	9
o221ai	15
and2	13
o31ai	4
a22o	12
a31oi	11
a221oi	15
dfrtp	27
xor2	6
a21o	16
and3	15
mux2i	23
a211oi	13
nand2	90
o211ai	21
a221o	15
mux4	5
ha	71
edfxtp	54
nor4	4
nand4	7
nor2	60
or3	6
xnor2	47
clkinv	5
o22ai	11
nor2b	7
clkbuf	40
nor3b	3
o21ai	62
inv	57
nand2b	8
and4	4
buf	36
o32ai	3
nand3	28
a22oi	14
o21a	8
a211o	7
[how the worst min path moves through the flow]
stage,from,endpoint
finish,ctrl.curr_state[1],ctrl.curr_state[1]
global route,ctrl.curr_state[1],ctrl.curr_state[1]
CTS,ctrl.curr_state[1],ctrl.curr_state[1]
[flip-flops by register name (all words and copies together) (netlist names)]
signal and count:
dpath.res_addr 14, dpath.count4 4, dpath.count16384 14, dpath.data4 32
dpath.res_din 8, dpath.isobj 1, ctrl.curr_state 9
[worst reg2reg max path, cell delays in order, from the launching register on]
cell and delay [ns]:
dfrtp_1 0.60, inv_1 0.27, ha_1 0.42, nor4b_1 0.46
nand2_1 0.38, nor2_1 0.22, xnor2_1 0.22, a21oi_1 0.12
o22a_1 0.23, ha_1 0.28, and4_1 0.21, a21oi_1 0.14
nand2_1 0.07, a221o_1 0.38, o21ai_0 0.40, a211o_1 0.40
o211ai_1 0.32
[final cells by class]
class | count | area (um^2) | area share (%)
flip-flops and latches | 82 | 2320 | 24.6
inverters | 62 | 233 | 2.47
repair buffers | 80 | 753 | 7.98
clock buffers | 9 | 225 | 2.39
clock inverters | 7 | 90.1 | 0.955
multi-input cells | 776 | 5480 | 58.0
well taps | 270 | 338 | 3.58
[stage by stage]
step	power [mW]	utilization (%)	cell area [um^2]	setup slack, ns
after floorplan	1.22	-	8380	3.60
after global placement	1.56	44.8	9120	2.58
after detailed placement	1.57	44.8	9120	2.52
after CTS	1.87	46.3	9440	2.14
after global routing	2.03	46.3	9440	1.62
final	1.88	46.3	9440	2.15
[power breakdown]
group          total [mW]  switching [mW]  internal [mW]
combinational        1.15           0.711          0.444
clock               0.300           0.127          0.174
sequential          0.425          0.0552          0.370
[logic make-up (layout without fill, tap and decap cells)]
family / count (synthesis) / count (layout)
xor+xnor: 53 / 53
flops: 82 / 82
simple gates: 279 / 279
compound gates: 339 / 339
mux: 34 / 34
fa+ha+maj: 71 / 71
buf+inv: 138 / 158
Power figures rest on the tool's default switching activity, not on a simulated workload.
