`constraint.sdc`:
```
current_design LBP

set clk_period 5.9
set clk_io_pct 0.2

create_clock -name clk0 -period $clk_period [get_ports {clk}]

set non_clock_inputs [all_inputs -no_clocks]
set_input_delay [expr $clk_period * $clk_io_pct] -clock clk0 $non_clock_inputs
set_output_delay [expr $clk_period * $clk_io_pct] -clock clk0 [all_outputs]
```
`design.v`:
```
`timescale 1ns/10ps
module LBP ( clk, reset, gray_addr, gray_req, gray_ready, gray_data, lbp_addr, lbp_valid, lbp_data, finish);
input   	clk;
input   	reset;
output  [13:0] 	gray_addr;
output         	gray_req;
input   	gray_ready;
input   [7:0] 	gray_data;
output  [13:0] 	lbp_addr;
output  	lbp_valid;
output  [7:0] 	lbp_data;
output  	finish;
wire [1:0] state;
wire [13:0] index;
wire read_done;
assign lbp_addr = index;
Control CTRL(
    .clk(clk),
    .reset(reset),
    .curr_state(state),
    .global_index(index),
    .gray_req(gray_req),
    .gray_ready(gray_ready),
    .lbp_valid(lbp_valid),
    .finish(finish),
    .read_done(read_done)
);
Datapath DPATH(
    .clk(clk),
    .reset(reset),
    .state(state),
    .result(lbp_data),
    .global_idx(index),
    .gray_addr(gray_addr),
    .gray_data(gray_data),
    .read_done(read_done)
);
endmodule
module Control(clk, reset, curr_state, global_index, gray_req, gray_ready, lbp_valid, finish, read_done);
input clk, reset, gray_ready;
input read_done;
output reg [1:0] curr_state;
output reg gray_req, lbp_valid;
output finish;
output reg [13:0] global_index;  
reg [6:0] row_count; 
reg [13:0] wrt_count;
reg [1:0] next_state;
assign finish = (wrt_count == 14'd15876) ? 1 : 0;  
parameter ST_INIT = 2'b00,
          ST_RDOP = 2'b01,
          ST_WRT  = 2'b10,
          ST_DONE = 2'b11;
always @(*) begin
    case (curr_state)
        ST_INIT: 
            next_state = (gray_ready) ? ST_RDOP : ST_INIT;
        ST_RDOP:
            next_state = (read_done) ? ST_WRT : ST_RDOP;
        ST_WRT:
            next_state = (finish) ? ST_DONE : ST_RDOP;
        ST_DONE:
            next_state = ST_DONE;
    endcase
end
always @(posedge clk or posedge reset) begin
    if (reset)
        curr_state <= ST_INIT;
    else
        curr_state <= next_state;
end
always @(*) begin
    case (curr_state) 
        ST_INIT: begin
            {gray_req, lbp_valid} = 2'b00;
        end
        ST_RDOP: begin
            {gray_req, lbp_valid} = 2'b10;
        end
        ST_WRT: begin
            {gray_req, lbp_valid} = 2'b11;
        end
        ST_DONE: begin
            {gray_req, lbp_valid} = 2'b10;
        end
        default: begin
            {gray_req, lbp_valid} = 2'b10;
        end
    endcase
end
always @(posedge clk or posedge reset) begin
    if (reset) begin
        global_index <= 14'd129;
        row_count <= 7'd0;
        wrt_count <= 14'd0;
    end
    else begin
        if (curr_state == ST_WRT) begin
            global_index <= (row_count == 14'd125) ? global_index + 14'd3 : global_index + 14'd1;
            row_count <= (row_count == 7'd125) ? 7'd0: row_count + 7'd1;
            wrt_count <= wrt_count + 14'd1;
        end
    end
end
endmodule
module Datapath(clk, reset, state, result, global_idx, gray_addr, gray_data, read_done);
input clk, reset;
input [1:0] state;
input [13:0] global_idx;
output [13:0] gray_addr;
input [7:0] gray_data;
output reg [7:0] result;
output read_done;
reg [3:0] counter;  
reg [7:0] mid_data;
wire [13:0] gv [0:8];    
assign gv[0] = global_idx;
assign gv[1] = global_idx - 14'd129;
assign gv[2] = global_idx - 14'd128;
assign gv[3] = global_idx - 14'd127;
assign gv[4] = global_idx - 14'd1;
assign gv[5] = global_idx + 14'd1;
assign gv[6] = global_idx + 14'd127;
assign gv[7] = global_idx + 14'd128;
assign gv[8] = global_idx + 14'd129;
assign gray_addr = gv[counter];
assign read_done = (counter == 4'd8) ? 1'b1 : 1'b0;
always @(posedge clk or posedge reset) begin
    if (reset) begin
        counter <= 4'd0; 
    end
    else begin
        if (state == 2'b01)  
            counter <= (counter == 4'd8) ? 4'd0 : counter + 4'd1;
    end
end
always @(posedge clk or posedge reset) begin
    if (reset)
        result <= 8'b0;
    else begin
        if (counter == 0)
            mid_data <= gray_data;
        else
            result[counter - 1] <= (gray_data >= mid_data) ? 1'b1 : 1'b0;
    end
end
endmodule
```
`run.sh`:
```
#!/bin/bash
# OpenROAD 26Q1-2900-gdf79404cd8, Yosys 0.63+post, stock flow scripts
make -C /OpenROAD-flow-scripts/flow DESIGN_CONFIG=/design/flow/config.mk WORK_HOME=/design/flow/orfs finish
```
`config.mk`:
```
export PLATFORM = sky130hd
export DESIGN_NAME = LBP
export DESIGN_NICKNAME = LBP
export VERILOG_FILES = /design/flow/design.v
export SDC_FILE = /design/flow/constraint.sdc
export NUM_CORES = 4
export LEC_CHECK = 1
export CORE_UTILIZATION = 40
```
==> results.py <==
# Metrics from the implementation run
metrics = {
    "drt": {
        "post_drt_wl_per_cell_um": 14.1,
        "drtIter0Drc": 168,
        "vias": 3704,
        "diodes": 0,
        "vias_per_cell": 5.35,
        "dr.pass1.iters": 4,
        "finalWirelength_mm": 9.73,
        "ant_nets": 0,
        "drc_errors": 0,
    },
    "floorplanning": {
        "coreArea_mm2": 0.0109,
        "num_rows": 38,
        "fp_util": 0.413,
        "die_area_mm2": 0.0117,
        "die_x_um": 108,
        "chipHeight_um": 108,
        "pin_count": 50,
    },
    "synthesis": {
        "adder_share": 0.131,
        "synth.logic.top_family": "simple AND/OR/NAND/NOR gates",
        "synthAoiAreaFrac": 0.141,
        "ys.flops": 59,
        "topCellsByArea": "dfrtp_1 (27%), ha_1 (12%), xor2_1 (5.8%), edfxtp_1 (5.3%), xnor2_1 (4.7%)",
        "top_area_frac": 0.267,
        "muxShareOfSynthArea": 0.0347,
        "ys_cells": 506,
        "syn_area_per_cell_um2": 8.90,
        "postSynthSeqShare": 0.338,
        "xor_share": 0.109,
        "top_area_cell": "dfrtp_1",
        "synth_cell_types": 62,
        "ys_chip_area_mm2": 0.00450,
        "flop_cell": "dfrtp_1",
        "edf_count": 8,
        "synth-simple-area-share": 0.200,
        "synthCells": 506,
        "synthesis.area_mm2": 0.00450,
        "async_reset_ff_frac": 0.864,
        "yosys_warnings": 2,
    },
    "timing": {
        "hold-worst-slack_ns": 0.449,
        "rsz0062_at_grt": "no",
        "period_used_share": 0.912,
        "skew_ns": 0.0128,
        "finalHoldViolCount": 0,
        "tns_ns": 0,
        "period_needed_ns": 5.38,
        "setup_violations": 0,
        "slew_headroom": 0.509,
        "drv_slew": 0,
        "max_freq_ghz": 0.186,
        "tightest_slew_ns": 0.733,
    },
    "global_routing": {
        "overflow": 0,
        "antenna_found_initial": 0,
        "grt_pass1_wl_mm": 16.8,
        "track_usage": 0.183,
        "first_global_vias": 3520,
        "grt_max_degree": 52,
    },
    "clock_network": {
        "cts_setup_buffers": 0,
        "clk_latency_ns": 0.33,
        "clk_pin_slew_worst_paths_ns": 0.07,
        "cts_buffer_depth": 2,
        "numCtsBuffers": 9,
        "cts_max_level": 3,
        "cts-root-buf": "clkbuf_8",
        "postCtsResizedCells": 0,
        "cts.hold.buffers_added": 0,
        "cts_tree": "built",
        "cts_sinks": 59,
    },
    "worst_setup_path": {
        "crit_fanout": 11,
        "path_class": "register to primary output",
        "required_ns": 4.72,
        "start_kind": "register",
        "end_kind": "primary output",
        "worst-endpoint-arrival_ns": 4.20,
    },
    "min_path": {
        "min_path_type": "register to register",
    },
    "outcome": {
        "status": "completed",
    },
    "place": {
        "dpl.hpwl_mm": 7.16,
        "io_buffer_count": 49,
        "gp_congestion": 0.894,
    },
    "finish": {
        "area_growth_pct": 18.1,
        "fill_cells": 981,
        "flop_area_mm2": 0.00152,
        "final_util": 0.488,
        "drive_gt1_frac": 0.0688,
        "logic_area_mm2": 0.00277,
    },
    "pwr": {
        "p_leak_nw": 2.31,
        "ir_worst_vdd_uv": 124,
        "p_per_area_mw_per_mm2": 164,
    },
    "run": {
        "log.warning_count": 33,
        "drv_cap": 0,
    },
}
## stage by stage
step | power [W] | cells | area [µm²] | setup WS, ns
detailed placement | 0.000459 | 676 | 5090 | 0.872
global placement | 0.000458 | 676 | 5090 | 0.986
finish | 0.000869 | 692 | 5320 | 0.519
global route | 0.000905 | 692 | 5320 | 0.0353
CTS | 0.000884 | 692 | 5320 | 0.487
floorplan | 0.000438 | 506 | 4500 | 1.67
## flip-flops by register name, indices dropped and copies added, names as in the netlist
register and cells:
CTRL.global_index 14, DPATH.result 8, CTRL.row_count 7, CTRL.curr_state 4
DPATH.counter 4, CTRL.wrt_count 14, DPATH.mid_data 8
## path summary, 6_finish.rpt
path	cells past startpoint	endpoint	slack (ns)	from
max in group asynchronous	3	CTRL.global_index[12]	4.03	reset
min	1	CTRL.curr_state[3]	0.45	CTRL.curr_state[3]
min reg2reg	1	CTRL.curr_state[3]	0.45	CTRL.curr_state[3]
max reg2reg	12	DPATH.result[3]	2.03	DPATH.counter[0]
max	15	gray_addr[13]	0.52	DPATH.counter[0]
min in group asynchronous	3	DPATH.result[4]	1.40	reset
## cells in the mapped netlist, drive strengths merged (5+ instances only)
library cell	instances
nand2	46
a21oi	26
or2	8
nand4	13
or3	6
clkbuf	12
xor2	31
buf	10
mux2	10
nor3	16
edfxtp	8
o21ai	33
ha	43
inv	30
a211oi	5
nor4	11
nor2	34
xnor2	24
nand3	18
dfrtp	48
nand2b	8
o221ai	6
a21o	5
## cells in the final DEF, fill, tap and decap left out, types with 3 or more instances in the layout
cell,count
nand2_1,46
or3_1,6
o22ai_1,4
o221ai_1,6
nand4_1,13
or2_2,6
and2_1,4
mux2i_1,4
a31oi_1,3
nand2b_1,8
mux2_1,3
nor2b_1,3
xnor2_1,24
a21oi_1,25
dfstp_2,3
edfxtp_1,8
a21o_1,5
buf_4,3
xor2_1,30
nor4_1,11
clkbuf_8,11
a211oi_1,5
mux2_2,6
nor2_1,34
o21ai_0,31
clkdlybuf4s50_1,49
inv_1,29
nand3_1,18
nor3_1,16
ha_1,43
dfrtp_1,48
and3_1,4
## report_power, final
group          internal (W)  switching, W  leakage, nW
combinational     0.0000183     0.0000134         1.45
sequential         0.000416    0.00000214        0.739
clock              0.000260      0.000159        0.113
## layer usage
layer / up-vias / global-route usage / share of wire
met4: 0 / 0.0264 / 0.014
met1: 1741 / 0.294 / 0.51
li1: 1907 / - / -
met5: - / 0 / 0
met2: 43 / 0.279 / 0.45
met3: 13 / 0.0196 / 0.022
## critical path, stage by stage (launching register included)
cell and delay, ns:
dfrtp_1 0.50, inv_1 0.24, ha_1 0.34, nand2b_1 0.15, or2_2 0.35, nand2_1 0.19, inv_1 0.14, ha_1 0.35
a21oi_1 0.15, nand2_1 0.11, nand2_1 0.09, o21ai_0 0.10, or4_1 0.47, a211oi_1 0.21, a211oi_1 0.07, clkdlybuf4s50_1 0.40
## logic make-up (layout without fill, tap and decap cells)
| group | count (synthesis) | count (layout) |
|---|---|---|
| AND-OR/OR-AND | 100 | 100 |
| XOR/XNOR | 55 | 55 |
| adder cells (fa/ha/maj) | 46 | 46 |
| buffers and inverters | 52 | 98 |
| flip-flops | 59 | 59 |
| multiplexers | 14 | 14 |
| AND/OR/NAND/NOR | 180 | 180 |
## final cells by class
class	instances	area share
Timing Repair Buffer	52	0.0965
Inverter	30	0.0212
Sequential cell	59	0.286
Multi-Input combinational cell	395	0.521
Clock buffer	12	0.0292
Clock inverter	4	0.0137
Tap cell	140	0.0329
Power is estimated from default activity; no workload was simulated.
